==> design.v <==
module RegisterSwitchorALU(Perform, OP, K, Clr, a, b, c, d, R0, R1, R2, R3);
	input [4:0] a, b, c, d;
	input [2:0] OP;
	input [1:0] K;
	input Perform, Clr;
	output [4:0] R0, R1, R2, R3;
	reg [4:0] R0, R1, R2, R3;
	always @(posedge Perform)
		begin
			case(OP)
				3'b000: begin
					R0 = 3'b000;
					R1 = 3'b001;
					R2 = 3'b010;
					R3 = 3'b011;
				end
				3'b001: begin
					case(K)
					2'b00: R0 = 5'b00000;
					2'b01: R0 = 5'b00001;
					2'b10: R0 = 5'b00010;
					2'b11: R0 = 5'b00011;
					endcase
				end
				3'b010: begin
					case(K)
					2'b00: R0 = a;
					2'b01: R0 = b;
					2'b10: R0 = c;
					2'b11: R0 = d;
					endcase
				end
				3'b011: begin
					case(K)
					2'b00: R0 = a;
					2'b01: R1 = a;
					2'b10: R2 = a;
					2'b11: R3 = a;
					endcase
				end
				3'b100: begin
					case(K)
					2'b00: R0 = a + a;
					2'b01: R0 = a + b;
					2'b10: R0 = a + c;
					2'b11: R0 = a + d;
					endcase
				end
				3'b101: begin
					case(K)
					2'b00: R0 = a - a;
					2'b01: R0 = a - b;
					2'b10: R0 = a - c;
					2'b11: R0 = a - d;
					endcase
				end
				3'b110: begin
					case(K)
					2'b00: R0 = a * a;
					2'b01: R0 = a * b;
					2'b10: R0 = a * c;
					2'b11: R0 = a * d;
					endcase
				end
				3'b111: begin
					case(K)
					2'b00: R0 = 5'b00010 ** a;
					2'b01: R0 = 5'b00010 ** b;
					2'b10: R0 = 5'b00010 ** c;
					2'b11: R0 = 5'b00010 ** d;
					endcase
				end
			endcase
			if(Clr == 1)
			begin
				R0 = 5'b00000;
				R1 = 5'b00000;
				R2 = 5'b00000;
				R3 = 5'b00000;
			end
		end
endmodule
==> run.sh <==
#!/bin/bash
# OpenROAD 26Q1-2900-gdf79404cd8, Yosys 0.63+post, stock flow scripts
make -C /OpenROAD-flow-scripts/flow DESIGN_CONFIG=/design/flow/config.mk WORK_HOME=/design/flow/orfs finish
==> config.mk <==
export PLATFORM = sky130hd
export DESIGN_NAME = RegisterSwitchorALU
export DESIGN_NICKNAME = RegisterSwitchorALU
export VERILOG_FILES = /design/flow/design.v
export SDC_FILE = /design/flow/constraint.sdc
export NUM_CORES = 4
export LEC_CHECK = 1
export CORE_UTILIZATION = 50
==> constraint.sdc <==
current_design RegisterSwitchorALU

set clk_period 3.1
set clk_io_pct 0.2

create_clock -name clk0 -period $clk_period [get_ports {Perform}]

set non_clock_inputs [all_inputs -no_clocks]
set_input_delay [expr $clk_period * $clk_io_pct] -clock clk0 $non_clock_inputs
set_output_delay [expr $clk_period * $clk_io_pct] -clock clk0 [all_outputs]
==> notes.md <==
run results: relative max-transition margin=0.4993, Post-synth EDFFs=0, number of buffers created by CTS=3, clock sink total=20, worst-case reg-to-reg path depth=2, Mapped Area=2535 sq um, Final period util=1.063, worst path required time=3.22 ns, transition time at the pin with the least slew margin=0.7487 ns, final antenna diode count=0, Placed Instances=425, Total Routed Length=6569 um, setup repair after global routing missed its margin=true, floorplan die width=73.20 um, ratio of cells with drive above 1 in the final layout=0.2643, Total Power Consumption=0.001070 W, total congestion overflow=0, PwrDens=305.9 nW/um^2, clock slew seen by the registers of the worst setup and hold paths=0.08 ns, CP startpoint kind=primary input, number of DRC markers in iteration 0=106, chip area=5358 sq um, cell types with the largest area share after synthesis=sky130_fd_sc_hd__dfxtp_1 (16%), sky130_fd_sc_hd__ha_1 (11%), sky130_fd_sc_hd__and2_1 (6.7%), number of levels the H-tree was split into=1, Peak VDD IR=0.2614 mV, post-route insts no fill=434, P_leak=1.497 nW, library cell with the largest summed area after synthesis=sky130_fd_sc_hd__dfxtp_1, synthesized chip area reported by yosys=2535 sq um, Critical Path Fanout Max=5, run status=finished, violations left, top post-synthesis cells by count=sky130_fd_sc_hd__nand2_1 (32), sky130_fd_sc_hd__and2_1 (27), sky130_fd_sc_hd__nor2_1 (26), GRT Total Usage=0.2683, Vias=2338, crit path capture type=flop, tool warnings=30, Synth-to-Final Area Change=37.96%, Yosys Instances=296, share of synthesized area occupied by flip-flops and latches=0.1579, effective utilization at floorplan=0.5297, worst skew pair latency=0.26 ns, initial antenna violation count=0, maximum clock insertion buffer count=2, CTS root buffer=sky130_fd_sc_hd__clkbuf_8, top-level port count=47, Final Skew=0 ns, violations in the final reports=setup timing, clock tree from TritonCTS=built, pre-CTS WS=-1.055 ns, final worst-path setup slack=-0.1950 ns, max-slew violation count=0, Mean Syn Cell Area=8.564 sq um, Final Critical Period=3.295 ns, Setup Viol. Count Final=2, GPL Wtd Cong=0.9018, Peak Freq=303.5 MHz, number of core rows=25, final design utilization=0.7307, critical path class=primary input to flop, count of max-cap constraint violations=0, class of the most critical hold timing path=flop to flop, most used flip-flop cell after synthesis=sky130_fd_sc_hd__dfxtp_1, vertical extent of the die=73.20 um, FF-to-FF Start=R0[3], antenna violation net count after detailed routing=0, number of unique standard cell types used by synthesis=46, length of the first detailed-routing pass in iterations=4, most frequently used cell type in the post-synthesis netlist=sky130_fd_sc_hd__nand2_1, final routed DRC violation total=0, dpl hpwl=5118 um, Registers, synthesis=20, beginning of the critical path=a[1], synthesized netlist cell count=296, first-pass GRT wire length=10530 um, number of cells traversed by the worst hold path=2, total of warnings raised by yosys=1, vias in the first global route=2189, critical path arrival=3.42 ns, Std-Cell Core Area=4786 sq um, ratio of routed vias to standard cells=5.387, WL/cell=15.14 um, number of failing hold endpoints at the final stage=0, async set-or-reset flop fraction in the synthesized netlist=0, hold wc startpoint=R0[0], Top-area cell share=0.1579, IO Port Bufs=46, Sum Neg Setup Slack=-0.3120 ns, maximum number of pins on one net before global-route repair=23
## cells by family after synthesis
kind of cell | Yosys count | synth area share
AOI/OAI and AO/OA | 45 | 0.1219
muxes | 23 | 0.1219
adders and majority gates | 30 | 0.1718
xor gates and xnor gates | 27 | 0.1372
buffers and inverters | 35 | 0.06219
DFF | 20 | 0.1579
and+or+nand+nor | 116 | 0.2271
## area by class of cell
cell class | instances | area (sq um)
repair buffers | 87 | 752.0
inverters | 15 | 56.30
clock buffers | 3 | 41.29
well taps | 67 | 83.83
fillers | 369 | 1289
multi-input cells | 241 | 2133
clock inverters | 1 | 30.03
flip-flops and latches | 20 | 400.4
## per-stage QoR
step | instance area, sq um | hold WS, ns
6_report | 3497 | 0.4582
2_1_floorplan | 2658 | 0.4174
3_3_place_gp | 3349 | 0.4442
4_1_cts | 3501 | 0.4624
5_1_grt | 3497 | 0.4950
3_5_place_dp | 3349 | 0.4510
## final timing paths
path / end / slack [ns]
min: R0[0] / 0.46
max reg2reg: R0[3] / 2.21
max: R0[4] / -0.20
min reg2reg: R0[0] / 0.46
## state kept, by name (all words and copies together) (netlist names)
register  cells
R3            5
R0            5
R1            5
R2            5
## placed cells by master, fill, tap and decap left out, types with 9 or more instances in the layout
cell / n
sky130_fd_sc_hd__a21oi_1: 12
sky130_fd_sc_hd__inv_1: 10
sky130_fd_sc_hd__and2_1: 18
sky130_fd_sc_hd__xnor2_1: 10
sky130_fd_sc_hd__nor2_1: 25
sky130_fd_sc_hd__nand2_1: 32
sky130_fd_sc_hd__buf_4: 38
sky130_fd_sc_hd__ha_1: 16
sky130_fd_sc_hd__and2_4: 9
sky130_fd_sc_hd__clkdlybuf4s50_1: 28
sky130_fd_sc_hd__mux2i_1: 14
sky130_fd_sc_hd__dfxtp_1: 20
## routing by layer
layer  part of all wire  up-vias  routed length, um  GRT usage
met5                  0        -                  0          0
met4             0.0024        0                 16   0.008715
met3              0.091        2                598     0.1022
met2               0.44       94               2866     0.4033
met1               0.47     1078               3088     0.4014
li1                   -     1164                  -          -
## worst max-delay path, stage by stage
cell and delay [ns]:
sky130_fd_sc_hd__buf_12 0.11, sky130_fd_sc_hd__buf_4 0.13, sky130_fd_sc_hd__buf_4 0.14, sky130_fd_sc_hd__and2_1 0.14
sky130_fd_sc_hd__ha_1 0.28, sky130_fd_sc_hd__ha_1 0.28, sky130_fd_sc_hd__ha_1 0.17, sky130_fd_sc_hd__inv_2 0.05
sky130_fd_sc_hd__fa_2 0.37, sky130_fd_sc_hd__xor2_1 0.18, sky130_fd_sc_hd__xnor3_1 0.24, sky130_fd_sc_hd__xnor3_1 0.20
sky130_fd_sc_hd__and4_1 0.21, sky130_fd_sc_hd__o41ai_2 0.20, sky130_fd_sc_hd__a21oi_1 0.10
## where the power goes
group	switching [W]	internal, W
clock	0.0000915	0.000172
combinational	0.000237	0.000294
sequential	0.00000651	0.000268
## repair_timing
| item | in CTS | in global routing |
|---|---|---|
| cloned | 1 | 0 |
| buffers inserted | 4 | 0 |
| pin swaps | 23 | 14 |
| setup endpoints to repair | 4 | 3 |
| hold buffers | 0 | 0 |
| gates resized | 57 | 13 |
Power is estimated from default activity; no workload was simulated.
