==> /design/flow/design.v <==
module mux(n, a, b, c, d, w, x, y, z, sel);
	input [1:0] sel;
	input [4:0] a, b, c, d, n;
	output reg [4:0] w, x, y ,z;
	always @(*)
		begin
			w = a;
			x = b;
			y = c;
			z = d;
			case(sel)
				2'b00: begin
					w = n;
				end
				2'b01: begin
					x = n;
				end
				2'b10: begin
					y = n;
				end
				2'b11: begin
					z = n;
				end
			endcase
		end
endmodule
==> /design/flow/run.sh <==
#!/bin/bash
# OpenROAD 26Q1-2900-gdf79404cd8, Yosys 0.63+post, stock flow scripts
make -C /OpenROAD-flow-scripts/flow DESIGN_CONFIG=/design/flow/config.mk WORK_HOME=/design/flow/orfs finish
==> /design/flow/config.mk <==
export PLATFORM = sky130hd
export DESIGN_NAME = mux
export DESIGN_NICKNAME = mux
export VERILOG_FILES = /design/flow/design.v
export SDC_FILE = /design/flow/constraint.sdc
export NUM_CORES = 4
export LEC_CHECK = 1
export CORE_AREA = 10 10 70 70
export DIE_AREA = 0 0 80 80
==> /design/flow/constraint.sdc <==
current_design mux

set clk_period 2.1
set clk_io_pct 0.2

create_clock -name clk0 -period $clk_period

set non_clock_inputs [all_inputs -no_clocks]
set_input_delay [expr $clk_period * $clk_io_pct] -clock clk0 $non_clock_inputs
set_output_delay [expr $clk_period * $clk_io_pct] -clock clk0 [all_outputs]
==> flow_summary.json <==
{
  "critPathRequiredTime_ns": 1.68,
  "hold_buffers": 0,
  "drt_iter0_drc": 3,
  "avgSynthCellArea_um2": 10.3,
  "yosys-top-cells-area": "mux2_2, nor2b_2, nand2b_1",
  "drive_above_1_share_pct": 38.4,
  "pin_count": 47,
  "antenna_cells": 0,
  "dr.pass1.iters": 2,
  "grt_max_degree": 6,
  "maxCapViolations": 0,
  "yosysWarnings": 1,
  "setup_violations": 0,
  "drc": 0,
  "antenna_found_initial": 0,
  "regArea_um2": 0,
  "coreArea_mm2": 0.00342,
  "ys_types": 5,
  "first_global_vias": 482,
  "endpoint_kind": "output pin",
  "clockBufferCount": 0,
  "yosys.area.top_type": "mux2_2",
  "rsz0062_at_grt": "false",
  "ys_area_um2": 248,
  "die_y_um": 80,
  "slew-limit-headroom_pct": 90.0,
  "postRouteAntennaNets": 0,
  "viasPerCell": 3.48,
  "fin_crit_ns": 2.01,
  "fin_crit_sh_pct": 95.9,
  "die_area_mm2": 0.00640,
  "yosysTopAreaCellShare_pct": 90.9,
  "total_power_mw": 0.156,
  "yosys_cells": 24,
  "area_growth_pct": 223,
  "top_cells_by_count": "mux2_2, nand2_1, nand2b_1, nor2_1, nor2b_2",
  "place_hpwl_um": 1370,
  "worst_ir_drop_vdd_mv": 0.0569,
  "stdcell_count": 119,
  "fp_util_pct": 7.25,
  "num_vias": 414,
  "crit_path_start_kind": "input port",
  "flop-count": 0,
  "tightest_slew_ns": 0.150,
  "post_drt_wl_per_cell_um": 12.9,
  "synthesis.area_um2": 248,
  "outcome": "finished clean",
  "finalHoldViolCount": 0,
  "ys_seq_share_pct": 0,
  "place_congestion": 0.751,
  "hold_class": "input port to output pin",
  "slew_viol_final": 0,
  "max_freq_mhz": 497,
  "critical_path_class": "input port to output pin",
  "power_density_mw_per_mm2": 195,
  "grt-ovfl-total": 0,
  "rows": 21,
  "totalWireLength_um": 1540,
  "crit_fanout": 4,
  "post_cts_buffers": 0,
  "placed_cells": 119,
  "synth_top_cell_by_count": "mux2_2",
  "arrival_ns": 1.59,
  "fp.dieW_um": 80,
  "io_buffers": 47,
  "grt_use_total_pct": 4.59,
  "warnings": 32,
  "grt_first_pass_wirelength_um": 2370,
  "synthCells": 24,
  "p_leak_nw": 0.289
}
per-stage QoR:
stage	area, µm²	hold WS (ns)	utilization, %	setup WS (ns)	setup TNS (ns)
4_1_cts	801	1.76	23.4	0.0307	0
3_3_place_gp	791	1.88	23.2	-0.320	-5.53
5_1_grt	801	1.78	23.4	0.0246	0
3_5_place_dp	791	1.87	23.2	-0.316	-5.29
2_1_floorplan	248	0.938	-	0.653	0
6_report	801	1.72	23.4	0.0862	0
cell usage in the layout, fill, tap and decap left out:
cell type        instances
clkdlybuf4s50_1         45
mux2_2                  20
buf_2                    2
buf_6                    2
nor2b_4                  1
nand2_2                  1
nand2b_2                 1
nor2_2                   1
metal layers:
metal / wire length, µm / global-route usage (%)
met5: 0 / 0
met4: 0 / 0
met3: 462 / 5.34
met2: 385 / 5.14
met1: 690 / 5.80
worst max-delay path, stage by stage:
cell	delay [ns]
clkdlybuf4s50_1	0.47
mux2_2	0.28
clkdlybuf4s50_1	0.43
cells by family (layout without fill, tap and decap cells):
group         Yosys count  count (layout)  share of synthesized area (%)
mux                    20              20                           90.9
simple gates            4               4                           9.09
buf+inv                 0              49                              0
final cells by class:
cell class                      instances  area [µm²]
Tap cell                               46        57.6
Multi-Input combinational cell         24         260
Fill cell                             370        2620
Timing Repair Buffer                   49         483
what timing repair did:
item                                    4_1_cts  5_1_grt
pin swaps                                     1        0
gates resized                                11        3
endpoints found under the setup margin       20       10
power breakdown:
group	switching, mW	total [mW]	leakage, nW	internal, mW
registers	0	0	0	0
clock network	0	0	0	0
logic	0.0339	0.156	0.289	0.122
path summary, 6_finish.rpt:
kind | cells after the start | end | start | slack, ns
worst max-delay path | 3 | x[4] | n[4] | 0.09
worst min-delay path | 4 | z[0] | sel[1] | 1.72
No activity file was given, so power comes from the tool's default toggle rates.
