File: design/flow/run.sh
#!/bin/bash
# OpenROAD 26Q1-2900-gdf79404cd8, Yosys 0.63+post, stock flow scripts
make -C /OpenROAD-flow-scripts/flow DESIGN_CONFIG=/design/flow/config.mk WORK_HOME=/design/flow/orfs finish
File: design/flow/config.mk
export PLATFORM = sky130hd
export DESIGN_NAME = bdc
export DESIGN_NICKNAME = bdc
export VERILOG_FILES = /design/flow/design.v
export SDC_FILE = /design/flow/constraint.sdc
export NUM_CORES = 4
export LEC_CHECK = 1
export CORE_AREA = 10 10 70 70
export DIE_AREA = 0 0 80 80
File: design/flow/constraint.sdc
current_design bdc

set clk_period 1.6
set clk_io_pct 0.2

create_clock -name clk0 -period $clk_period

set non_clock_inputs [all_inputs -no_clocks]
set_input_delay [expr $clk_period * $clk_io_pct] -clock clk0 $non_clock_inputs
set_output_delay [expr $clk_period * $clk_io_pct] -clock clk0 [all_outputs]
File: design/flow/design.v
module bdc(C0, S3, S2, S1, S0, N2X3, N2X2, N2X1, N2X0, N1X3, N1X2, N1X1, N1X0);
	input C0, S3, S2, S1, S0;
	output N2X3, N2X2, N2X1, N2X0, N1X3, N1X2, N1X1, N1X0;
	assign N2X3 = 0;
	assign N2X2 = 0;
	assign N2X1 = (C0 & S2) | (C0 & S3);
	assign N2X0 = (~C0 & S3 & S1) | (~C0 & S3 & S2) | (S3 & S2 & S1) | (C0 & ~S3 & ~S2);
	assign N1X3 = (~C0 & S3 & ~S2 & ~S1) | (C0 & ~S3 & ~S2 & S1) | (C0 & S3 & S2 & ~S1);
	assign N1X2 = (~C0 & ~S3 & S2) | (~C0 & S2 & S1) | (C0 & ~S2 & ~S1) | (C0 & S3 & ~S2);
	assign N1X1 = (~C0 & ~S3 & S1) | (~S3 & S2 & S1) | (~C0 & S3 & S2 & ~S1) | (C0 & ~S3 & ~S2 & ~S1) | (C0 & S3 & ~S2 & S1);
	assign N1X0 = S0;
endmodule
==> GITHUB_STEP_SUMMARY <==
### Metrics collected by this job

| Metric | Value |
|---|---|
| Synthesis Warnings | `0` |
| Fmax | `approximately 650 MHz` |
| Avg WL per Cell | `7.80 um` |
| Power consumption | `roughly 0.075 mW` |
| Number of OpenROAD warnings | `32` |
| Leading area contributor after synthesis | `buf_4` |
| Fp_density | `4.43%` |
| Fraction of layout cells with a size suffix above 1 | `56.7%` |
| Crit path depth | `6` |
| Crit path cell chain | `buf_4 -> nand2b_4 -> buf_4 -> xnor2_2 -> a21oi_2 -> clkdlybuf4s15_1` |
| Gr ovfl total | `0` |
| Yosys chip area | `151 um2` |
| Final Cycle Share | `95.7%` |
| Ys cells | `19` |
| Core region area | `around 3400 um2` |
| Max Slew Vio Count | `0` |
| Req. time, crit path | `about 1.3 ns` |
| Worst hold path startpoint | `S0` |
| Gr usage total | `between 1.5 and 2%` |
| Final instance area | `333 um2` |
| Iteration-0 DRC Markers | `0` |
| Die area | `6400 um2` |
| Vias per cell | `2.25` |
| CP Launch Type | `input pin` |
| CP bufs+invs | `3` |
| Leak | `approximately 0.15 nW` |
| Crit path max-delay family | `buffers and inverters` |
| RD Place Congestion | `0.653` |
| Hold crit path type | `input pin to primary output` |
| Mean Syn Cell Area | `around 8.0 um2` |
| Setup violators final | `0` |
| Layout clock buffers | `0` |
| DP Area | `approximately 300 um2` |
| Largest net degree at the start of global routing | `7` |
| PD cells | `approximately 220 nW/um2` |
| Post-Route WL | `593 um` |
| CP Capture Type | `primary output` |
| Layout area overhead | `120%` |
| Worst VDD drop | `~0.084 mV` |
| Cells after synthesis | `19` |
| Drc violations | `0` |
| DRT Pass-1 Iters | `1` |
| Synthesized area | `151 um2` |
| MaxCap Viol Count | `0` |
| Most Frequent Cell on Critical Path | `buf_4` |
| Hold Violations, Final | `0` |
| Die width | `80 um` |
| Die Y | `80 um` |
| Vias in the first global route | `between 150 and 200` |
| Final min period | `1.53 ns` |
| Critical Path Source | `S2` |
| Crit Path Max Fanout | `5` |
| Registers | `0` |
| Num ports | `13` |
| Reg area | `0 um2` |
| Yosys cell types | `15` |
| CP Class | `input pin to primary output` |
| Rows | `21` |
| First-pass GRT wire length | `approximately 950 um` |
| Antenna Cells | `0` |
| Top area cell types | `buf_4 15%, nor2b_1 12%, nand2b_4 9.1%` |
| Crit path capture | `N1X1` |
| Slowest CP cell | `clkdlybuf4s15_1` |
| Max-area cell share | `14.9%` |
| Post-synth seq share | `0%` |
| PortBufs | `9` |
| Hold-fix buffers, CTS | `0` |
| Worst Path Arrival | `between 1 and 1.5 ns` |
| DR vias | `between 150 and 200` |
| Remaining antenna violation count | `0` |
| Crit-path max cell delay | `0.20 ns` |
| Status | `finished clean` |
| Initial antenna violation count | `0` |
| Unrepaired setup endpoints after global routing | `no` |
## power breakdown
part | switching, mW | leakage, nW | internal, mW
clock network | 0 | 0 | 0
registers | 0 | 0 | 0
logic | 0.0289 | 0.147 | 0.0457
## kinds of logic after synthesis
| logic type | count (synthesis) | share of synthesized area (%) |
|---|---|---|
| AOI/OAI and AO/OA | 6 | 33.1 |
| xor gates and xnor gates | 1 | 5.79 |
| muxes | 1 | 6.61 |
| other | 1 | 2.48 |
| buffers and inverters | 4 | 18.2 |
| and+or+nand+nor | 6 | 33.9 |
## metrics by stage
| step | instances | util [%] | TNS (ns) | setup WS (ns) | hold WS [ns] |
|---|---|---|---|---|---|
| floorplan | 20 | - | 0 | 0.457 | 0.659 |
| global placement | 74 | 8.72 | -2.35 | -0.574 | 0.640 |
| detailed placement | 74 | 8.72 | -2.30 | -0.555 | 0.640 |
| CTS | 76 | 9.30 | 0 | 0.00348 | 0.640 |
| global route | 76 | 9.74 | 0 | 0.000946 | 0.640 |
| finish | 76 | 9.74 | 0 | 0.0693 | 0.640 |
## cell usage after synthesis, drive strengths merged
master  n
a211oi  1
a21oi   2
a32o    1
buf     4
conb    1
mux2i   1
nand2b  2
nor2b   3
nor3b   1
o21a    1
o22ai   1
xnor2   1
## layout make-up
class / instances / area, um2
multi-input cells: 16 / 160
fillers: 410 / 3080
repair buffers: 14 / 115
well taps: 46 / 57.6
## timing repair
action	CTS	global route
pin swaps	2	0
endpoints found under the hold margin	0	0
resized	27	4
endpoints found under the setup margin	5	3
setup buffers	2	0
## placed cells by master, fill, tap and decap left out
cell / count
nor3b_4: 1
nor2b_1: 2
nand2b_4: 2
buf_2: 1
o21a_1: 1
xnor2_2: 1
a211oi_2: 1
dlymetal6s2s_1: 1
a21oi_2: 2
clkdlybuf4s50_1: 1
o22ai_1: 1
conb_1: 2
dlygate4sd2_1: 2
mux2i_1: 1
clkdlybuf4s15_1: 1
buf_4: 8
nor2b_4: 1
a32o_1: 1
## metal layers
layer  up-vias  track usage [%]  routed length (um)
met5         -                0                   0
met4         0                0                   0
met3         0            0.341                  34
met2         8             2.49                 197
met1        75             2.97                 361
li1         88                -                   -
## worst min path at each step
stage	end	slack, ns	cells after the start
finish	N1X0	0.64	0
global route	N1X0	0.64	0
CTS	N1X0	0.64	0
Power is estimated from default activity; no workload was simulated.
